[run.sh]
#!/bin/bash
# OpenROAD 26Q1-2900-gdf79404cd8, Yosys 0.63+post, stock flow scripts
make -C /OpenROAD-flow-scripts/flow DESIGN_CONFIG=/design/flow/config.mk WORK_HOME=/design/flow/orfs finish
[design.v]
`timescale 1ns/1ns
module lock_by_sequence_detector_pro(clk, rst, BTN, code_8bit, digit_seg, digit_cath, R_N5_T5, G_R3_T6);
parameter code2=8'b11111111;
parameter code1=8'b00000000;
parameter code0=8'b11111111;
input clk;
input rst;
input BTN;
input [7:0] code_8bit;
output [7:0] digit_seg;
output [1:0] digit_cath;
output[1:0] R_N5_T5;
output[1:0] G_R3_T6;
wire BTN_pulse;
reg [1:0] choose;
reg [1:0] cnt;
reg [23:0] code_temp;
reg self_lock;
reg correct;
reg false;
reg [1:0] R_N5_T5_temp;
reg [1:0] G_R3_T6_temp;
reg [27:0] flag_G;
reg [27:0] flag_R;
wire digit_seg_temp;
wire clk_2;
wire bell_code_music;
assign R_N5_T5[0] = self_lock==1?0:R_N5_T5_temp[0];
assign R_N5_T5[1] = self_lock==1?0:R_N5_T5_temp[1];
assign G_R3_T6[0] = self_lock==1?1:G_R3_T6_temp[0];
assign G_R3_T6[1] = self_lock==1?1:G_R3_T6_temp[1];
initial begin
	choose=0;
	cnt=0;
	code_temp=0;
	self_lock=0;
	correct=0;
	false=0;
	R_N5_T5_temp=2'b11;
	G_R3_T6_temp=2'b11;
	flag_R=0;
	flag_G=0;
end
always @(posedge clk or posedge rst) begin
	if (rst) begin
		G_R3_T6_temp<=2'b11;
	end
	else if(flag_G==25000000) begin
		G_R3_T6_temp<=2'b11;
	end
	else if (correct) begin
		G_R3_T6_temp<=0;
	end
	else begin
		G_R3_T6_temp<=G_R3_T6_temp;
	end
end
always @(posedge clk or posedge rst) begin
	if (rst) begin
		flag_G<=0;
	end
	else if (G_R3_T6_temp==0) begin
		flag_G<=flag_G+1;
	end
	else begin
		flag_G<=0;
	end
end
always @(posedge clk or posedge rst) begin
	if (rst) begin
		R_N5_T5_temp<=2'b11;
	end
	else if (flag_R==25000000) begin
		R_N5_T5_temp<=2'b11;
	end
	else if (false) begin
		R_N5_T5_temp<=0;
	end
	else begin
		R_N5_T5_temp<=R_N5_T5_temp;
	end
end
always @(posedge clk or posedge rst) begin
	if (rst) begin
		flag_R<=0;
	end
	else if (R_N5_T5_temp==0) begin
		flag_R<=flag_R+1;
	end
	else begin
		flag_R<=0;
	end
end
always @(posedge clk or posedge rst) begin
	if (rst) begin
		cnt<=0;
	end
	else if (cnt==3) begin
		cnt<=0;
	end
	else if (BTN_pulse)begin
		cnt<=cnt+1;
	end
end
always @(posedge clk or posedge rst) begin
	if (rst) begin
		code_temp<=0;
	end
	else if(BTN_pulse) begin
		if (cnt==0) begin
			code_temp[7:0]<=code_8bit;
		end
		else if (cnt==1) begin
			code_temp[15:8]<=code_8bit;
		end
		else begin
			code_temp[23:16]<=code_8bit;
		end
	end
	else begin
		code_temp<=code_temp;
	end
end
always @(posedge clk or posedge rst) begin
	if (rst) begin
		choose<=0;
		self_lock<=0;
	end
	else if (correct==1) begin
		correct<=0;
	end
	else if (false==1) begin
		false<=0;
	end
	else if (choose==3) begin
		self_lock<=1;
	end
	else if (cnt == 3) begin
		if (code_temp!={code2, code1, code0}) begin
			choose<=choose+1;
			false<=1;
		end
		else begin
			choose<=0;
			correct<=1;
		end
	end
end
frequency_divider #(.N(12500000)) u_clk_2(
	.clkin(clk),
	.clkout(clk_2)
	);
debounce u_debounce(.clk(clk),.rst(rst),.key(~BTN),.key_pulse(BTN_pulse));
seg_scan u_decode(.clk_50M(clk),.rst_button(rst), .switch(code_8bit), .digit_seg(digit_seg), .digit_cath(digit_cath));
endmodule
 module debounce (clk,rst,key,key_pulse);
        parameter       N  =  1;                       
	input             clk;
        input             rst;
        input 	[N-1:0]   key;                         
	output  [N-1:0]   key_pulse;                   
        reg     [N-1:0]   key_rst_pre;                 
        reg     [N-1:0]   key_rst;                     
        wire    [N-1:0]   key_edge;                    
        always @(posedge clk  or  posedge rst)
          begin
             if (rst) begin
                 key_rst <= {N{1'b1}};                 
                 key_rst_pre <= {N{1'b1}};
             end
             else begin
                 key_rst <= key;                      
                 key_rst_pre <= key_rst;              
             end    
           end
        assign  key_edge = key_rst_pre & (~key_rst); 
        reg	[17:0]	  cnt;                        
 initial begin
 	cnt=0;
 end
        always @(posedge clk or posedge rst)
           begin
             if(rst)
                cnt <= 18'h0;
             else if(key_edge)
                cnt <= 18'h0;
             else
                cnt <= cnt + 1'h1;
             end  
        reg     [N-1:0]   key_sec_pre;                 
        reg     [N-1:0]   key_sec;                    
        always @(posedge clk  or  posedge rst)
          begin
             if (rst) 
                 key_sec <= {N{1'b1}};                
             else if (cnt==18'h3ffff)
                 key_sec <= key;  
          end
       always @(posedge clk  or  posedge rst)
          begin
             if (rst)
                 key_sec_pre <= {N{1'b1}};
             else                   
                 key_sec_pre <= key_sec;             
         end      
       assign  key_pulse = key_sec_pre & (~key_sec);     
       initial
       begin
       	cnt<=0;
       	key_rst<=0;
       	key_rst_pre<=0;
       	key_sec_pre<=0;
       	key_sec<=0;
       end
endmodule
module seg_scan(clk_50M,rst_button, switch, digit_seg, digit_cath);
input clk_50M;  
input rst_button;
input [7:0] switch;
output reg [7:0] digit_seg;  
output [1:0] digit_cath;  
wire reset;  
assign reset = rst_button;
reg [31:0] div_count;
always @(posedge clk_50M,posedge reset)
begin
    if(reset)
        div_count <= 0;    
    else
        div_count <= div_count + 1;
end
wire [7:0] digit_display;
assign digit_display = switch;
wire [3:0] digit;
always @(*)       
begin
    case (digit)
        4'h0:  digit_seg <= 8'b11111100;  
        4'h1:  digit_seg <= 8'b01100000;   
        4'h2:  digit_seg <= 8'b11011010;
        4'h3:  digit_seg <= 8'b11110010;
        4'h4:  digit_seg <= 8'b01100110;
        4'h5:  digit_seg <= 8'b10110110;
        4'h6:  digit_seg <= 8'b10111110;
        4'h7:  digit_seg <= 8'b11100000;
        4'h8:  digit_seg <= 8'b11111110;
        4'h9:  digit_seg <= 8'b11110110;
        4'hA:  digit_seg <= 8'b11101110;
        4'hB:  digit_seg <= 8'b00111110;
        4'hC:  digit_seg <= 8'b10011100;
        4'hD:  digit_seg <= 8'b01111010;
        4'hE:  digit_seg <= 8'b10011110;
        4'hF:  digit_seg <= 8'b10001110;
    endcase
end
reg segcath_holdtime;
always @(posedge div_count[10], posedge reset)
begin
if(reset)
     segcath_holdtime <= 0;
else
     segcath_holdtime <= ~segcath_holdtime;
end
assign digit_cath ={segcath_holdtime, ~segcath_holdtime};
assign digit =segcath_holdtime ? digit_display[7:4] : digit_display[3:0];
endmodule
module flash(clk_2, rst, finnal_flag, switch, bell_code);
input clk_2;
input rst;
input finnal_flag;
output reg switch;
output reg [2:0] bell_code;
reg [2:0] cnt;
initial
begin
	switch<=1;
	cnt<=0;
	bell_code<=0;
end
always @(posedge clk_2 or posedge rst) begin
	if (rst) begin
		switch<=1;
		cnt<=0;
	end
	else if (finnal_flag==0 &cnt<6) begin
		switch<=~switch;
		cnt<=cnt+1;
	end
	else if (cnt==6) begin
		switch<=1;
		cnt<=7;
	end
	else begin
		switch<=switch;
	end
end
always @(posedge clk_2) begin
	case(cnt)
	0:begin
		bell_code<=0;
	end
	1:begin
		bell_code<=1;
	end
	2:begin
		bell_code<=2;
	end
	3:begin
		bell_code<=3;
	end
	4:begin
		bell_code<=4;
	end
	5:begin
		bell_code<=5;
	end
	6:begin
		bell_code<=6;
	end
	default:begin
		bell_code<=0;
	end
	endcase
end
endmodule
module frequency_divider(clkin, clkout);
parameter N = 1;
input clkin;
output reg clkout;
reg [27:0] cnt;
initial 
begin
cnt=0;
clkout<=0;
end
always @(posedge clkin) begin
	if (cnt==N) begin
		clkout <= !clkout;
		cnt <= 0;
	end
	else begin
		cnt <= cnt + 1;
	end
end
endmodule
[config.mk]
export PLATFORM = sky130hd
export DESIGN_NAME = lock_by_sequence_detector_pro
export DESIGN_NICKNAME = lock_by_sequence_detector_pro
export VERILOG_FILES = /design/flow/design.v
export SDC_FILE = /design/flow/constraint.sdc
export NUM_CORES = 4
export LEC_CHECK = 1
export CORE_UTILIZATION = 40
[constraint.sdc]
current_design lock_by_sequence_detector_pro

set clk_period 3.4
set clk_io_pct 0.2

create_clock -name clk0 -period $clk_period [get_ports {clk}]

set non_clock_inputs [all_inputs -no_clocks]
set_input_delay [expr $clk_period * $clk_io_pct] -clock clk0 $non_clock_inputs
set_output_delay [expr $clk_period * $clk_io_pct] -clock clk0 [all_outputs]
==> flow_summary.ini <==
; synthesis and place-and-route metrics
[status]
outcome = complete, no violations

[place]
placed_area_um2 = 6550
dpl.hpwl_um = 7400
portBuffers = 23
dp.cells = 786
gp_congestion = 0.917

[worst_setup_path]
end_kind = primary output
crit_required_ns = 2.72
critical_path.max_stage_delay_ns = 0.48
cp_cell_sequence = clkdlybuf4s50_1 -> mux2i_2 -> inv_2 -> ha_1 -> nand2b_1 -> a21oi_1 -> a21oi_1 -> clkdlybuf4s50_1
worstSetupPathType = in -> out
cp_max_fo = 4
arrival_ns = 2.55
cp_slowest_cell = clkdlybuf4s50_1
critPathLaunchType = input pin

[synthesis]
ys_area_um2 = 6170
ys.flops = 123
ys_top_logic_family = simple AND/OR/NAND/NOR gates
adder_share = 0.0365
syn_area_um2 = 6170
ys_warn_count = 4
ys_seq_frac = 0.502
syn_inst = 598
synth-main-ff-cell = dfrtp_1
synth-async-reset-ratio = 0.984
simple_gate_share = 0.229
top_area_frac = 0.467
yosys.area_share.xor_xnor = 0.0639
muxShareOfSynthArea = 0.0576
aoi_share = 0.0749
edf_count = 2
ys_cells = 598
area_leaders = dfrtp_1, mux2_2, xor2_1
synth.distinct_cells = 51
syn-mean-instance-area_um2 = 10.3
top_area_cell = dfrtp_1

[sta]
worstMarginPinSlew_ns = 0.749
max_freq_mhz = 310
hold_violations = 0
setup_viol = 0
tns_ns = 0
slew_violations = 0
finalClockPeriodUsage = 0.949
rsz0062_at_grt = false
slew_headroom = 0.499
timing.hold.ws_ns = 0.371
min_period_ns = 3.23
unclocked_regs = 1
untimed_endpoints = 3
skew_ns = 0.00526

[pwr]
vdd_drop_max_mv = 0.358
p_leak_nw = 2.93
power_density_nw_per_um2 = 566

[die]
io_pins = 25
num_rows = 45
initCoreUtil = 0.407
die_area_um2 = 15900
die_y_um = 126
core_area_um2 = 15100
die_w_um = 126

[global_route]
grt_max_degree = 122
grt.overflow.total = 0
gr-usage-met2 = 0.233
gr-usage-met1 = 0.261
grt_usage = 0.160
grt_pass1_wl_um = 20100
busiest_layer = met1
antenna_found_initial = 0
grt_pass1_vias = 4238
met3_usage = 0.0381

[clocking]
cts.htree.levels = 4
path_clk_slew_ns = 0.05
hold_buffers = 0
cts_buffers = 17
clockBufferDepth = 2
clkLatencyLatePin_ns = 0.40
cts_root_buffer = clkbuf_16
tritoncts = done

[detailed_routing]
drt_pass1_iterations = 4
vias = 4389
via_per_inst = 5.37
num_antenna_cells = 0
drt_iter0_markers = 313
wl_per_cell_um = 14.1
drt.antenna.violating_nets = 0
drt-total-wl_um = 11600
drc = 0

[min_path]
min_path_type = reg -> reg

[layout]
lay_top_cells = dfrtp_1, nor2_1, nand3_1, a21oi_1, nand2_1
syn_to_final_growth_pct = 16.1
final_layout_size_suffix_gt1_frac = 0.135
fillCellCount = 1286
seq_area_um2 = 3100
final_layout_top_logic_cell = dfrtp_1
postLayoutCellArea_um2 = 7160
comb_area_um2 = 2860
final_cells = 818

[flow_run]
cap_violations = 0
warning_count = 38
==> worst paths after layout <==
check                                  startpoint                     end  slack, ns  cells past startpoint
setup / recovery                     code_8bit[4]            digit_seg[1]       0.17                      8
hold / removal                 u_debounce.key_rst  u_debounce.key_rst_pre       0.37                      0
setup reg to reg           u_debounce.key_sec_pre           code_temp[23]       1.27                      3
hold reg to reg                u_debounce.key_rst  u_debounce.key_rst_pre       0.37                      0
max in group asynchronous                     rst            code_temp[5]       2.03                      3
min in group asynchronous                     rst              flag_G[26]       0.93                      3
==> final cells by class <==
type / count / area share
Sequential cell: 123 / 0.432
Inverter: 21 / 0.0115
Clock buffer: 24 / 0.0673
Tap cell: 188 / 0.0329
Clock inverter: 8 / 0.0168
Multi-Input combinational cell: 425 / 0.399
Timing Repair Buffer: 29 / 0.0402
==> sequential cells by signal, summed over array words and instances, names as in the netlist, 2 cells and up <==
name,count
u_debounce.cnt,18
cnt,2
flag_R,28
choose,2
u_decode.div_count,11
code_temp,24
flag_G,28
==> metal layers <==
| metal | up-vias | routed length (µm) |
|---|---|---|
| li1 | 2183 | - |
| met1 | 2133 | 5880 |
| met2 | 65 | 5150 |
| met3 | 8 | 433 |
| met4 | 0 | 94 |
| met5 | - | 0 |
==> worst max-delay path: cells and delay by family <==
| kind | cells | cell delay [ns] |
|---|---|---|
| fa+ha+maj | 1 | 0.25 |
| compound gates | 2 | 0.21 |
| simple gates | 1 | 0.13 |
| buf+inv | 3 | 1.03 |
| mux | 1 | 0.26 |
==> timing repair <==
action	CTS	global route
setup buffers	0	0
resized	0	2
endpoints found under the hold margin	0	0
endpoints found under the setup margin	0	3
==> cells by family after synthesis <==
family	Yosys count
AND/OR/NAND/NOR	249
flip-flops	123
AND-OR/OR-AND	80
buffers and inverters	50
XOR/XNOR	45
multiplexers	32
adder cells (fa/ha/maj)	18
other	1
==> where the power goes <==
| part | switching (mW) | total (mW) | internal, mW |
|---|---|---|---|
| Sequential | 0.133 | 1.79 | 1.66 |
| Clock | 0.603 | 1.81 | 1.21 |
| Combinational | 0.189 | 0.449 | 0.260 |
==> cell usage after synthesis (all sizes together), types with 3 or more instances <==
library cell and instances:
or3 17, nand3 36, or2 3, and2 6
xnor2 18, nor2b 8, dfstp 6, xor2 27
o22ai 3, a21oi 35, mux2 28, o31ai 18
nor4b 5, o21ai 18, clkbuf 19, nand2 34
nor4 8, nand2b 4, ha 18, buf 10
dfrtp 115, mux2i 4, nand4 26, nor2 50
nor3 8, and3 8, and4 11, or4 18
inv 21
==> per-stage QoR <==
step / setup slack [ns] / utilization / power [mW]
final: 0.172 / 0.473 / 4.05
after global routing: 0.0211 / 0.473 / 4.24
after CTS: 0.146 / 0.472 / 4.10
after detailed placement: 0.147 / 0.433 / 2.26
after global placement: 0.209 / 0.433 / 2.26
after floorplan: 0.364 / - / 2.11
No activity file was given, so power comes from the tool's default toggle rates.
